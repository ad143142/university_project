`flow/design.v`:
```
`timescale  10ns / 10ns
	module axis_fifo_my #
	(
		parameter integer C_S_AXIS_TDATA_WIDTH	= 32,
		parameter FIFO_SIZE  = 16,
		parameter bit_num  = 4
	)
	(
        output wire [C_S_AXIS_TDATA_WIDTH-1 : 0] data_out,
        input wire read_want,
		input wire axis_en,
		input wire axis_clear,
		output reg out_valid,
		output wire fifo_full,
		output wire fifo_empty,
		output reg [bit_num:0] fifo_cnt,
		input wire  S_AXIS_ACLK,
		input wire  S_AXIS_ARESETN,
		output wire  S_AXIS_TREADY,
		input wire [C_S_AXIS_TDATA_WIDTH-1 : 0] S_AXIS_TDATA,
		input wire [(C_S_AXIS_TDATA_WIDTH/8)-1 : 0] S_AXIS_TSTRB,
		input wire  S_AXIS_TLAST,
		input wire  S_AXIS_TVALID
	);
	function integer clogb2 (input integer bit_depth);
	  begin
	    for(clogb2=0; bit_depth>0; clogb2=clogb2+1)
	      bit_depth = bit_depth >> 1;
	  end
	endfunction
	integer idx;
	reg [C_S_AXIS_TDATA_WIDTH-1:0] fifo [0:FIFO_SIZE-1];
	reg [bit_num-1:0] fifo_write_ptr;
	reg [bit_num-1:0] fifo_read_ptr;
	wire write_en;
	wire read_en;
	assign fifo_full=(fifo_cnt==(FIFO_SIZE-1));
	assign fifo_empty=(fifo_cnt==0);
	assign S_AXIS_TREADY=~fifo_full;
	assign write_en=S_AXIS_TVALID & (~fifo_full)  & axis_en;
	assign read_en=read_want & ~fifo_empty;
	assign data_out=fifo[fifo_read_ptr];
	always @(posedge S_AXIS_ACLK or negedge S_AXIS_ARESETN) begin
		if(!S_AXIS_ARESETN) begin
			for(idx=0;idx<FIFO_SIZE;idx=idx+1)
			begin
				fifo[idx]<=32'd0;
			end			
		end
		else begin
			if(write_en) begin
				fifo[fifo_write_ptr]<=S_AXIS_TDATA;
			end
		end
	end
	always @(posedge S_AXIS_ACLK or negedge S_AXIS_ARESETN) begin
		if(!S_AXIS_ARESETN) begin
			fifo_cnt<=0;
		end
		else begin
			if(axis_clear) begin
				fifo_cnt<=0;
			end
			else if(read_en & write_en) begin
				fifo_cnt<=fifo_cnt;
			end
			else if(write_en) begin
				fifo_cnt<=fifo_cnt+1;
			end
			else if(read_en) begin
				fifo_cnt<=fifo_cnt-1;
			end 
			else begin
				fifo_cnt<=fifo_cnt;
			end
		end
	end
	always @(posedge S_AXIS_ACLK or negedge S_AXIS_ARESETN) begin
		if(!S_AXIS_ARESETN) begin
			fifo_write_ptr<=0;
		end
		else begin
			if (axis_clear) begin
				fifo_write_ptr<=0;
			end
			else if(write_en) begin
				fifo_write_ptr<=fifo_write_ptr+1;
			end
		end
	end
	always @(posedge S_AXIS_ACLK or negedge S_AXIS_ARESETN) begin
		if(!S_AXIS_ARESETN) begin
			fifo_read_ptr<=0;
		end
		else begin
			if (axis_clear) begin
				fifo_read_ptr<=0;
			end
			else if(read_en) begin
				fifo_read_ptr<=fifo_read_ptr+1;
			end
		end
	end
	always @(posedge S_AXIS_ACLK or negedge S_AXIS_ARESETN) begin
		if(!S_AXIS_ARESETN) begin
			out_valid<=0;
		end
		else begin
			out_valid<=read_en?1:0;
		end
	end
endmodule
```
`flow/run.sh`:
```
#!/bin/bash
# OpenROAD 26Q1-2900-gdf79404cd8, Yosys 0.63+post, stock flow scripts
make -C /OpenROAD-flow-scripts/flow DESIGN_CONFIG=/design/flow/config.mk WORK_HOME=/design/flow/orfs finish
```
`flow/config.mk`:
```
export PLATFORM = sky130hd
export DESIGN_NAME = axis_fifo_my
export DESIGN_NICKNAME = axis_fifo_my
export VERILOG_FILES = /design/flow/design.v
export SDC_FILE = /design/flow/constraint.sdc
export NUM_CORES = 4
export LEC_CHECK = 1
export CORE_UTILIZATION = 40
```
`flow/constraint.sdc`:
```
current_design axis_fifo_my

set clk_period 6.4
set clk_io_pct 0.2

create_clock -name clk0 -period $clk_period [get_ports {S_AXIS_ACLK}]

set non_clock_inputs [all_inputs -no_clocks]
set_input_delay [expr $clk_period * $clk_io_pct] -clock clk0 $non_clock_inputs
set_output_delay [expr $clk_period * $clk_io_pct] -clock clk0 [all_outputs]
```
==> results.toml <==
# synthesis and place-and-route metrics
[logic_synthesis]
ys_area_sq_um = 24060
edf_count = 0
synth_top_cell_by_area = "dfrtp_1"
ys.flops = 526
yosys.area.top_type_share_pct = 54.70
async_reset_ff_share_pct = 100.0
synth_warnings = 2
seq_area_frac_synth_pct = 54.70
syn_avg_cell_area_sq_um = 13.04
ys.flop_type = "dfrtp_1"
synth.cell_area_sq_um = 24060
area_leaders = "dfrtp_1, mux2_2, a22oi_1"
syn_inst = 1846
yosysCellCount = 1846
yosysUniqueCellTypes = 64

[clock_network]
hold_buffers = 0
cts-root-buf = "clkbuf_16"
clk_latency_ns = 0.60
cts.sinks = 526
clkTransAtPathRegs_ns = 0.06
cts_tree = "yes"
cts_inserted_buffers = 55
clk_path_buf_depth = 3
cts-resized-gates = 0
htree_levels = 2
postCtsSetupRepairBufs = 0

[setup_path]
crit_slowest_cell = "ha_4"
required_ns = 5.12
crit_type = "reg -> out"
cp_cell_sequence = "inv_1 -> ha_4 -> buf_4 -> buf_4 -> a22o_1 -> a22o_1 -> nand2_1 -> a31oi_1 -> clkdlybuf4s50_1"
critPathMaxFanout = 42
critPathCaptureType = "output pin"
slowest_delay_ns = 0.58
path_buffers = 4
cpLargestDelayFamily = "buffers and inverters"
crit_arrival_ns = 4.23
start_kind = "flop"

[global_routing]
grt_use_total_pct = 23.43
grt_pass1_wl_um = 102400
overflow = 0
grt_max_degree = 132
antenna_found_initial = 3
first_global_vias = 16220

[floorplanning]
die_x_um = 247.3
die-area_sq_um = 61140
core_area_sq_um = 59240
pin_count = 84
fp_util_pct = 40.62
die_y_um = 247.3
num_rows = 89

[placed_design]
place_congestion = 0.7856
hpwl_um = 35960
io_buffer_count = 78
place_area_sq_um = 25560

[timing]
drv_slew = 0
tightest_slew_ns = 0.8942
relSlewSlack_pct = 40.16
fin_worst_skew_ns = 0.01109
finalHoldViolations = 0
fmax_mhz = 181.5
fin_crit_ns = 5.509
rsz0062_at_grt = "false"
hold_ws_ns = 0.4831
finalSetupViolCount = 0
tns_ns = 0
fin_crit_sh_pct = 86.07

[final_layout]
layout-drive-gt1-share_pct = 35.50
fillers = 5117
final_area_sq_um = 27350
fin_util_pct = 46.16
syn2layout_area_growth_pct = 13.64

[drt]
vias_per_cell = 5.901
wire_per_inst_um = 24.84
num_vias = 15730
dr.pass1.iters = 25
antenna_left = 0
drc = 0
diodes = 0
routed_wl_um = 66240
drtIter0Drc = 1100

[outcome]
status = "completed"

[pwr]
irDropWorstVdd_v = 0.0002296
p_leak_uw = 0.01260
powerDensity_nw_per_um2 = 316.0
power_uw = 8642

[job]
tool_warnings = 45
maxCapViolCount = 0

[min_path]
hp-class = "reg -> reg"
## state kept, by name (all words and copies together), names as in the netlist
name and cells:
fifo_read_ptr 4, fifo 512, out_valid 1, fifo_write_ptr 4, fifo_cnt 5
## area by class of cell
class                      count  area, sq um  share of cell area (%)
clock buffer                  84         1668                   6.099
clock inverter                14        122.6                  0.4484
inverter                      10        37.54                  0.1373
multi-input combinational   1132        10180                   37.22
sequential                   526        13170                   48.16
tap                          773        967.2                   3.537
timing repair buffer         127         1204                   4.402
## through the flow
step	cells	setup slack, ns
after detailed placement	2568	1.525
after global placement	2568	1.502
final	2666	0.8914
after CTS	2666	0.8441
after floorplan	1846	3.285
after global routing	2666	0.7290
## cells in the final DEF, fill, tap and decap left out, types with 5 or more instances in the layout
master and instances:
mux2_1 22, a222oi_1 19, mux4_2 5, a31oi_1 22
buf_4 45, nand4_1 6, clkbuf_16 57, a311oi_1 5
ha_1 8, nand2b_2 5, nor2b_1 8, dfrtp_1 524
o21ai_0 47, a32oi_1 11, clkbuf_1 13, a22oi_1 65
nand2_1 63, nor3_1 6, nand3_1 29, or2_2 5
a21oi_1 64, inv_1 8, a22o_1 17, a221oi_1 36
clkdlybuf4s50_1 77, clkbuf_8 14, mux2i_1 40, nor2_1 55
mux2_2 502, o22ai_1 11, a211oi_1 6, a221o_1 5
clkinv_2 11
## path summary, 6_finish.rpt
check | from | to | slack [ns] | depth (start not counted)
worst max-delay path | fifo_read_ptr[0]$_DFFE_PN0P_ | data_out[18] | 0.89 | 9
worst min-delay path | fifo[1][31]$_DFFE_PN0P_ | fifo[1][31]$_DFFE_PN0P_ | 0.48 | 1
worst max register to register | fifo_cnt[0]$_DFFE_PN0P_ | fifo[7][22]$_DFFE_PN0P_ | 3.52 | 6
worst min register to register | fifo[1][31]$_DFFE_PN0P_ | fifo[1][31]$_DFFE_PN0P_ | 0.48 | 1
max in group asynchronous | S_AXIS_ARESETN | fifo[2][16]$_DFFE_PN0P_ | 4.05 | 3
min in group asynchronous | S_AXIS_ARESETN | fifo_cnt[3]$_DFFE_PN0P_ | 0.63 | 1
## per-layer routing
layer	part of all wire, %	track usage (%)	up-vias
li1	-	-	6883
met1	43	34.26	8300
met5	0.091	0.4902	-
met4	2.0	3.825	6
met3	7.4	6.824	105
met2	47	36.51	439
## power breakdown
part / total [uW] / internal, uW / switching, uW / leakage [uW]
clock network: 3170 / 1860 / 1310 / 0.000890
logic: 1830 / 803 / 1020 / 0.00453
registers: 3650 / 3520 / 126 / 0.00719
## cells in the mapped netlist (8+ instances only)
master	count
a21oi_1	64
buf_2	83
a32oi_1	11
buf_1	14
mux2_1	22
o22ai_1	11
ha_1	12
a221oi_1	36
dfrtp_1	526
mux2_2	502
inv_1	8
nand2_1	63
a22o_1	17
a22oi_1	65
clkbuf_1	77
nor2_1	55
nor2b_1	8
a31oi_1	22
nand2b_1	9
a222oi_1	19
mux2i_1	40
nand3_1	29
o21ai_0	47
## cells by family (layout without fill, tap and decap cells)
logic type | count (synthesis) | after routing | synth area share (%)
flip-flops | 526 | 526 | 54.70
XOR/XNOR | 8 | 8 | 0.3692
AND/OR/NAND/NOR | 200 | 200 | 4.009
multiplexers | 569 | 569 | 26.65
adder cells (fa/ha/maj) | 13 | 13 | 0.7071
AND-OR/OR-AND | 342 | 342 | 10.14
buffers and inverters | 188 | 235 | 3.421
Power is estimated from default activity; no workload was simulated.
