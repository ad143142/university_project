**design/flow/constraint.sdc**
```tcl
current_design axis_master

set clk_period 8.1
set clk_io_pct 0.2

create_clock -name clk0 -period $clk_period [get_ports {M_AXIS_ACLK}]

set non_clock_inputs [all_inputs -no_clocks]
set_input_delay [expr $clk_period * $clk_io_pct] -clock clk0 $non_clock_inputs
set_output_delay [expr $clk_period * $clk_io_pct] -clock clk0 [all_outputs]
```
**design/flow/config.mk**
```make
export PLATFORM = sky130hd
export DESIGN_NAME = axis_master
export DESIGN_NICKNAME = axis_master
export VERILOG_FILES = /design/flow/design.v
export SDC_FILE = /design/flow/constraint.sdc
export NUM_CORES = 4
export LEC_CHECK = 1
export CORE_UTILIZATION = 50
```
**design/flow/run.sh**
```bash
#!/bin/bash
# OpenROAD 26Q1-2900-gdf79404cd8, Yosys 0.63+post, stock flow scripts
make -C /OpenROAD-flow-scripts/flow DESIGN_CONFIG=/design/flow/config.mk WORK_HOME=/design/flow/orfs finish
```
**design/flow/design.v**
```verilog
`timescale  10ns / 10ns
	module axis_master #
	(
		parameter integer FIFO_DEPTH = 4,
		parameter integer C_M_AXIS_TDATA_WIDTH	= 32
	)
	(
		input wire M_AXIS_ACLK,
    	input wire M_AXIS_ARESETN,
		input wire [C_M_AXIS_TDATA_WIDTH-1:0]        TDATA_in,
		input wire 							         TVALID_in,
		input wire 							         TLAST_in,
		input wire  								 M_AXIS_TREADY,
		output reg	[C_M_AXIS_TDATA_WIDTH-1:0]       M_AXIS_TDATA,
		output reg                                   M_AXIS_TVALID,
		output reg 						             M_AXIS_TLAST,
		output wire [(C_M_AXIS_TDATA_WIDTH/8)-1 : 0] M_AXIS_TSTRB                     
	);
	function integer clogb2 (input integer bit_depth);                                   
	  begin                                                                              
	    for(clogb2=0; bit_depth>0; clogb2=clogb2+1)                                      
	      bit_depth = bit_depth >> 1;                                                    
	  end                                                                                
	endfunction  
	localparam FIFO_ADDR_BIT = 2;
	reg [C_M_AXIS_TDATA_WIDTH:0] fifo [0:FIFO_DEPTH-1];
	reg [FIFO_ADDR_BIT-1:0]        fifo_write_ptr;
	reg [FIFO_ADDR_BIT-1:0]        fifo_read_ptr;
	wire 						   fifo_write;
	wire 						   fifo_read;
	wire [C_M_AXIS_TDATA_WIDTH:0]  fifo_out;
	wire 						   fifo_empty;
	assign fifo_write = TVALID_in;
	assign fifo_read  = (!fifo_empty && M_AXIS_TREADY);
	assign fifo_out   = fifo[fifo_read_ptr];
	assign fifo_empty = (fifo_write_ptr==fifo_read_ptr);
	assign M_AXIS_TSTRB = {((C_M_AXIS_TDATA_WIDTH/8)){1'd1}};
	always @(posedge M_AXIS_ACLK or negedge M_AXIS_ARESETN) begin
		if(!M_AXIS_ARESETN) begin
			M_AXIS_TDATA <= {C_M_AXIS_TDATA_WIDTH{1'd0}};
		end
		else begin
			M_AXIS_TDATA <= fifo_read ? fifo_out[C_M_AXIS_TDATA_WIDTH-1:0] : M_AXIS_TDATA;
		end
	end
	always @(posedge M_AXIS_ACLK or negedge M_AXIS_ARESETN) begin
		if(!M_AXIS_ARESETN) begin
			M_AXIS_TVALID <= 1'd0;
		end
		else begin
			M_AXIS_TVALID <= (!fifo_empty && M_AXIS_TREADY);
		end
	end
	always @(posedge M_AXIS_ACLK or negedge M_AXIS_ARESETN) begin
		if(!M_AXIS_ARESETN) begin
			M_AXIS_TLAST <= 1'd0;
		end
		else begin
			M_AXIS_TLAST <= fifo_out[C_M_AXIS_TDATA_WIDTH];
		end
	end
	integer i;
	always @(posedge M_AXIS_ACLK or negedge M_AXIS_ARESETN) begin
		if(!M_AXIS_ARESETN) begin
			for(i=0;i<FIFO_DEPTH;i=i+1) begin
				fifo[i] <= {1'd0,{C_M_AXIS_TDATA_WIDTH{1'd0}}};
			end
		end
		else begin
			fifo[fifo_write_ptr] <= fifo_write ? {TLAST_in,TDATA_in} : fifo[fifo_write_ptr];
		end
	end
	always @(posedge M_AXIS_ACLK or negedge M_AXIS_ARESETN) begin
		if(!M_AXIS_ARESETN) begin
			fifo_write_ptr <= {FIFO_ADDR_BIT{1'd0}};
		end
		else begin
			fifo_write_ptr <= fifo_write ? fifo_write_ptr+1 : fifo_write_ptr;
		end
	end
	always @(posedge M_AXIS_ACLK or negedge M_AXIS_ARESETN) begin
		if(!M_AXIS_ARESETN) begin
			fifo_read_ptr <= {FIFO_ADDR_BIT{1'd0}};
		end
		else begin
			fifo_read_ptr <= fifo_read ? fifo_read_ptr+1 : fifo_read_ptr;
		end
	end
endmodule
```
==> reports/qor.csv <==
stage,metric,value,unit
route,Vias,7516,
floorplan,die width,138.3,um
layout,Reg area,4254,um^2
worst_setup_path,CP max stage delay,0.59,ns
global_route,GRT Overall Usage,0.2625,
worst_setup_path,buffers and inverters on the worst path,4,
route,Via density,6.269,
sta,unrepaired setup endpoints after global routing,no,
route,Avg WL per Cell,19.59,um
synth,"Top FF cell, synth",dfrtp_1,
worst_setup_path,Critical Path Source Type,input pin,
global_route,initial antenna violation count,0,
sta,post-route clock skew,0.009433,ns
global_route,largest net degree at the start of global routing,87,
floorplan,CORE AREA,18090,um^2
run,Max-Cap Viols,0,
power_and_ir_drop,maximum vdd drop,0.2975,mV
layout,fin util,0.5902,
synth,"FFs w/ async S/R, synth",1.000,
power_and_ir_drop,Power per Cell Area,474.6,nW/um^2
floorplan,# IOs,75,
sta,normalized max-slew margin,0.4154,
run,OpenROAD warning count,32,
cts,TritonCTS clock tree,built,
synth,library cells used by synthesis,26,
min_path,Hold Path Origin,M_AXIS_TDATA[0],
placement,I/O Buffers,70,
cts,PostCTS Resize Cnt,0,
floorplan,die area,19110,um^2
sta,fin crit period,3.422,ns
cts,total CTS buffers,17,
route,number of remaining DRC errors,15,
worst_setup_path,cell mode on critical path,buf_4,
synth,Top cells by area,"dfrtp_1, a31oi_1, mux2_4",
floorplan,die span in y,138.3,um
worst_setup_path,Crit path max-delay family,buffers and inverters,
synth,post-synth design cell area,9283,um^2
min_path,cell count of the worst hold path,1,
cts,clock-pin transition on the worst setup and hold timing paths,0.07,ns
run_status,status,"finished, violations left",
worst_setup_path,"Data arrival, critical path",3.75,ns
synth,Syn. warnings,2,
worst_setup_path,FF-to-FF Start,fifo_write_ptr[0],
layout,Filler cells,1449,
worst_setup_path,reg-to-reg endpoint,fifo[3][32],
global_route,vias in the first global route,7408,
route,total iterations of the first detailed-routing run,52,
synth,top cells by count,"dfrtp_1, a31oi_1, nor2_1",
synth,"EDFF count, synth",0,
sta,cycle use final,0.4225,
synth,Synth top cell by count,dfrtp_1,
cts,CTS Root Buffer Type,clkbuf_16,
global_route,first-pass GRT wire length,38700,um
sta,fmax,292.2,MHz
worst_setup_path,Crit-path slowest cell,buf_4,
min_path,type of the worst min-delay path,flop to flop,
worst_setup_path,worst-path cell chain,"buf_2, buf_4, inv_2, buf_4, o211ai_1, a31oi_1",
cts,# H-tree levels,4,
worst_setup_path,Worst Reg-to-Reg Cells,6,
synth,Post-Syn Area per Cell,9.907,um^2
route,Routed WL,23490,um
cts,CTS Hold Buffers Added,0,
cts,CTS sink cnt,170,
placement,routability congestion estimate,0.8152,
cts,Post-CTS Setup Inserts,0,
layout,Logic area,4383,um^2
synth,yosys cell count,937,
cts,clock tree buffer depth,2,
placement,HPWL after detailed placement,12770,um
cts,later-pin clock latency in the skew report,0.42,ns
sta,hold slack,0.5061,ns
synth,cell count after synthesis,937,
floorplan,Rows,49,
sta,Worst-Margin Slew,0.8769,ns
worst_setup_path,Critical Path End Type,flop,
floorplan,floorplan utilization,0.5132,
synth,post-synthesis register bit count,170,
worst_setup_path,worst reg-to-reg setup slack,5.53,ns
power_and_ir_drop,Power Total,5.066,mW
worst_setup_path,crit path DRT,8.43,ns
synth,Post-synth seq share,0.4583,
route,Antenna Nets Post-Route,0,
sta,Max Slew Vio Count,0,
worst_setup_path,worst-path maximum fanout,70,
route,DR iter-0 viols,581,
global_route,global route overflow,0,
sta,setup violators final,0,
layout,layout cells sized above 1,0.1175,
sta,setup TNS,0,ns
synth,"Chip Area, Yosys",9283,um^2
layout,Area Growth Syn to Fin,14.99,%
synth,Top cell area share,0.4583,
worst_setup_path,Crit Path Class,input pin to flop,
run_status,failing checks,DRC,
sta,Final Hold Fails,0,
min_path,hold worst-path end,M_AXIS_TDATA[0],
power_and_ir_drop,Leak Pwr,4.574,nW
synth,leading area contributor after synthesis,dfrtp_1,
route,Antenna diodes,0,
## final cells by class
| class | count | share of cell area |
|---|---|---|
| multi-input cells | 614 | 0.4106 |
| flip-flops and latches | 170 | 0.3985 |
| clock buffers | 20 | 0.04372 |
| well taps | 229 | 0.02684 |
| repair buffers | 84 | 0.07514 |
| clock inverters | 11 | 0.02016 |
| inverters | 71 | 0.02497 |
## layout by cell type, fill, tap and decap left out, drive strengths merged
master / instances
ha: 9
a222oi: 33
xnor2: 3
clkdlybuf4s50: 68
xor2: 1
a32oi: 33
clkinv: 3
mux2i: 33
and2: 66
nand2: 67
clkbuf: 20
dfrtp: 170
buf: 16
nor2: 99
a21boi: 1
o211ai: 33
mux2: 33
nand2b: 33
inv: 72
o21ai: 34
conb: 4
bufinv: 6
a221o: 33
a31oi: 99
clkinvlp: 1
## how the worst max path moves through the flow
stage             start     endpoint  slack, ns  depth (start not counted)
CTS           TVALID_in  fifo[3][32]       4.75                          6
global route  TVALID_in  fifo[3][32]       4.55                          6
finish        TVALID_in  fifo[3][32]       4.68                          6
## sequential cells by signal, indices dropped and copies added, names as in the netlist
name / count
M_AXIS_TVALID: 1
fifo: 132
fifo_read_ptr: 2
M_AXIS_TLAST: 1
fifo_write_ptr: 2
M_AXIS_TDATA: 32
## per-layer routing
metal | routed length, um | GRT usage | up-vias | share of wire
met3 | 1697 | 0.05930 | 24 | 0.072
met2 | 10780 | 0.4063 | 304 | 0.46
met5 | 0 | 0 | - | 0
met4 | 227 | 0.03134 | 0 | 0.0097
met1 | 10790 | 0.4092 | 3744 | 0.46
li1 | - | - | 3444 | -
## worst reg2reg max path, stage by stage, from the launching register on
cell and delay, ns:
dfrtp_1 0.48, inv_1 0.19, ha_4 0.34, buf_4 0.73, a221o_1 0.36, o211ai_1 0.14
a31oi_1 0.24
## cells by family after synthesis
family                   share of synthesized area
XOR/XNOR                                  0.003775
other                                    0.0004040
buffers and inverters                      0.07454
multiplexers                               0.08694
adder cells (fa/ha/maj)                    0.01213
AND/OR/NAND/NOR                             0.1338
flip-flops                                  0.4583
AND-OR/OR-AND                               0.2301
## where the power goes
group	internal (mW)	switching, mW
logic	1.18	1.33
clock network	0.603	0.339
registers	1.30	0.316
total	3.09	1.98
## metrics by stage
| step | worst slack (ns) | area, um^2 | cells |
|---|---|---|---|
| CTS | 4.745 | 10670 | 1199 |
| detailed placement | 4.306 | 9992 | 1168 |
| global placement | 4.372 | 9992 | 1168 |
| floorplan | 5.517 | 9294 | 940 |
| finish | 4.678 | 10670 | 1199 |
| global route | 4.551 | 10670 | 1199 |
No activity file was given, so power comes from the tool's default toggle rates.
