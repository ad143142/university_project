==> design/flow/run.sh <==
#!/bin/bash
# OpenROAD 26Q1-2900-gdf79404cd8, Yosys 0.63+post, stock flow scripts
make -C /OpenROAD-flow-scripts/flow DESIGN_CONFIG=/design/flow/config.mk WORK_HOME=/design/flow/orfs finish
==> design/flow/config.mk <==
export PLATFORM = sky130hd
export DESIGN_NAME = pool_out_data_package
export DESIGN_NICKNAME = pool_out_data_package
export VERILOG_FILES = /design/flow/design.v
export SDC_FILE = /design/flow/constraint.sdc
export NUM_CORES = 4
export LEC_CHECK = 1
export CORE_AREA = 10 10 164 164
export DIE_AREA = 0 0 174 174
==> design/flow/design.v <==
`timescale  10ns / 10ns
	module pool_out_data_package #
	(
		parameter integer C_M_AXIS_TDATA_WIDTH	= 32
	)
	(
		input wire clk,
    	input wire rst_n,
		input wire layer_finish,
        input wire MAC_o_valid,
        input wire [255:0]MAC_out,
		input wire [11:0] input_channel_size,
		input wire [2:0] stride,
        output reg pooling_finish,
        output reg out_valid,
        output reg out_last,
        output reg [C_M_AXIS_TDATA_WIDTH-1:0] out_data
	);
	function integer clogb2 (input integer bit_depth);                                   
	  begin                                                                              
	    for(clogb2=0; bit_depth>0; clogb2=clogb2+1)                                      
	      bit_depth = bit_depth >> 1;                                                    
	  end                                                                                
	endfunction  
	localparam IDLE 	= 2'd0;
    localparam OUT 		= 2'd1;
	reg [1:0] state;
	reg [3:0] transfer_cnt;
	reg last_buf;
	wire [3:0] transfer_num;
	assign transfer_num = (input_channel_size[11:5]+(|input_channel_size[4:0]))-4'd1;
	always @(posedge clk or negedge rst_n) begin
        if(!rst_n) begin
           	out_valid <= 1'd0;
        end
        else begin
			out_valid <= (state==OUT);
        end
    end
	always @(posedge clk or negedge rst_n) begin
        if(!rst_n) begin
           	out_last <= 1'd0;
        end
        else begin
			out_last <= ((transfer_cnt==transfer_num) && last_buf);
        end
    end
	always @(posedge clk or negedge rst_n) begin
        if(!rst_n) begin
           	out_data <= 32'd0;
        end
        else begin
			out_data <= MAC_out[transfer_cnt*32 +: 32];
        end
    end
	always @(posedge clk or negedge rst_n) begin
        if(!rst_n) begin
           	pooling_finish <= 1'd0;
        end
        else begin
			pooling_finish <= ((transfer_cnt==transfer_num) && (state == OUT));
        end
    end
	always @(posedge clk or negedge rst_n) begin
        if(!rst_n) begin
           	state <= IDLE;
        end
        else begin
			case(state)
				IDLE	: state <= MAC_o_valid ? OUT : IDLE;
				OUT		: state <= (transfer_cnt==transfer_num) ? IDLE : OUT;
			endcase
        end
    end
	always @(posedge clk or negedge rst_n) begin
        if(!rst_n) begin
           	transfer_cnt <= 4'd0;
        end
        else begin
			transfer_cnt <= (state == OUT) ? ((transfer_cnt == transfer_num) ? transfer_cnt : transfer_cnt+4'd1) : 4'd0;
        end
    end
	always @(posedge clk or negedge rst_n) begin
        if(!rst_n) begin
           	last_buf <= 1'd0;
        end
        else begin
			last_buf <= (state == IDLE && layer_finish) ? 1'd1:
						(state == OUT && (transfer_cnt==transfer_num)) ? 1'd0 : last_buf;
        end
    end
endmodule
==> design/flow/constraint.sdc <==
current_design pool_out_data_package

set clk_period 6.5
set clk_io_pct 0.2

create_clock -name clk0 -period $clk_period [get_ports {clk}]

set non_clock_inputs [all_inputs -no_clocks]
set_input_delay [expr $clk_period * $clk_io_pct] -clock clk0 $non_clock_inputs
set_output_delay [expr $clk_period * $clk_io_pct] -clock clk0 [all_outputs]
==> flow_summary_export.csv <==
group,metric,value,unit
clock_tree,cts_inserted_buffers,5,
logic_synthesis,synth-simple-area-share,8.01,%
power,p_leak,2.39,nW
timing,relSlewSlack,51.7,%
critical_path,path_class,"in2reg",
layout,synthToLayoutAreaGrowth,101,%
detailed_routing,drc,0,
floorplan,die_area,0.0303,sq mm
critical_path,cp.arrival,3.70,ns
critical_path,slowest_stage,"or4_1",
detailed_routing,viasPerCell,3.93,
timing,setup_viol,0,
place,place_ws,2.72,ns
critical_path,crit_required,6.73,ns
place,port_buffers,303,
clock_tree,cts_setup_buffers,0,
timing,fin_crit_sh,53.4,%
timing,drv_slew,0,
job,warning_count,31,
logic_synthesis,synthCells,241,
floorplan,die_y,174,microns
critical_path,start_kind,"input pin",
logic_synthesis,xor_area_share,2.29,%
floorplan,top_level_ports,310,
detailed_routing,first_pass_iters,4,
power,p_per_area,257,mW/mm^2
clock_tree,post_cts_resize_count,0,
clock_tree,clock_path_buffers,2,
logic_synthesis,yosysUniqueCellTypes,31,
logic_synthesis,synth_area_per_cell,14.3,sq um
critical_path,max_stage_delay,0.55,ns
logic_synthesis,top_area_share,41.9,%
timing,fin_skew,0.00213,ns
clock_tree,cts_sinks,42,
clock_tree,worst_skew_pair.late_latency,0.29,ns
logic_synthesis,synth_area,0.00344,sq mm
timing,worst_pin_slew,0.725,ns
timing,hold_viol,0,
critical_path,cp_top_family,"simple AND/OR/NAND/NOR gates",
clock_tree,root_buffer,"clkbuf_16",
floorplan,core,0.0234,sq mm
clock_tree,cts_hold_buf,0,
place,dp_hpwl,13.9,mm
critical_path,cp_max_fo,7,
clock_tree,cts.clk_slew.worst_paths,0.07,ns
timing,period_needed,3.47,ns
timing,fmax,288,MHz
critical_path,cp_cell_sequence,"clkdlybuf4s50_1 -> or4_1 -> nor2_1 -> ha_1 -> ha_1 -> xor2_1 -> nand2_1 -> or4_1 -> nand4_1",
layout,fin_area,0.00690,sq mm
logic_synthesis,largest_area_cell,"mux4_2",
clock_tree,tritoncts,"yes",
logic_synthesis,ys_cells,241,
job,max-cap-violations,0,
logic_synthesis,synthTopCellsByArea,"mux4_2 42%, dfrtp_1 30%, mux2i_1 9.9%, nor2_1 3.6%, buf_2 1.7%",
timing,fin_tns_setup,0,ns
place,dpl_cell_area,0.00675,sq mm
detailed_routing,postRouteAntennaNets,0,
logic_synthesis,compound_area_share,0.946,%
layout,drive_above_1_share,16.5,%
logic_synthesis,top_logic_kind,"multiplexers",
grt,overflow,0,
hold_path,hp-class,"reg2reg",
place,place_congestion,0.833,
floorplan,die_width,174,microns
layout,mostFrequentLayoutCells,"302 x clkdlybuf4s50_1, 64 x mux4_2, 37 x dfrtp_1",
logic_synthesis,ys_ff,42,
logic_synthesis,synth_seq_share,30.6,%
timing,fin_ws,3.03,ns
grt,grt.total_usage,10.8,%
logic_synthesis,ys_chip_area,0.00344,sq mm
grt,grt_max_degree,43,
critical_path,cp-end-kind,"flop",
detailed_routing,routed_wl,16.6,mm
outcome,status,"completed",
detailed_routing,via_count,3349,
logic_synthesis,ys_sh_adder,1.09,%
detailed_routing,wl_per_cell,19.4,microns
detailed_routing,drt_iter0_drc,80,
detailed_routing,n_antenna_cell,0,
grt,grt_pass1_vias,3827,
power,peakVddDrop,0.101,mV
critical_path,worst-path-buf-inv,1,
floorplan,rows,56,
grt,antenna_found_initial,0,
logic_synthesis,mux_share,51.8,%
logic_synthesis,synth_warnings,1,
clock_tree,cts_max_level,2,
timing,grt_setup_unrepaired,"false",
grt,grt_pass1_wl,24.6,mm
layout,lay_top_count,"clkdlybuf4s50_1",
floorplan,fp_util,14.7,%
[cell families (layout without fill, tap and decap cells)]
group | count (synthesis) | in the layout
DFF | 42 | 42
AOI/OAI and AO/OA | 6 | 6
adders and majority gates | 3 | 3
buffers and inverters | 29 | 321
and+or+nand+nor | 57 | 57
xor gates and xnor gates | 6 | 6
muxes | 98 | 98
[cells in the mapped netlist]
cell           number
dlygate4sd1_1       3
o21ai_0             2
inv_1               5
nor3_2              1
nor3b_1             2
xor2_1              2
o21ai_1             2
xnor2_2             1
clkbuf_1            3
buf_6               5
nor4_2              1
a21oi_1             1
nor3_1              1
nand3_1             3
a21o_1              1
ha_1                3
dfrtp_1            41
or4_1               3
nor3b_4             1
nor4_1              1
xnor2_1             2
xnor2_4             1
buf_2              12
nor2_1             33
dfstp_2             1
mux2i_1            34
nand2_1             9
nand2b_1            1
buf_4               1
mux4_2             64
nand4_1             1
[through the flow]
| stage | hold WS (ns) | cells | utilization, % | total power [mW] |
|---|---|---|---|---|
| final | 0.518 | 852 | 29.5 | 1.77 |
| after global routing | 0.544 | 852 | 29.5 | 1.93 |
| after CTS | 0.518 | 852 | 29.5 | 1.84 |
| after detailed placement | 0.508 | 844 | 28.8 | 1.56 |
| after global placement | 0.499 | 844 | 28.8 | 1.56 |
| after floorplan | 0.352 | 241 | - | 1.02 |
[worst register-to-register path, stage by stage, from the launching register on]
cell and delay [ns]:
dfrtp_4 0.85, buf_4 0.68, mux4_2 0.63, mux2i_1 0.23, nor2_1 0.07
[worst paths after layout]
| check | from | to | slack, ns | cells after the start |
|---|---|---|---|---|
| min in group asynchronous | rst_n | out_valid | 1.09 | 2 |
| worst min-delay path | last_buf | out_last | 0.52 | 2 |
| worst min register to register | last_buf | out_last | 0.52 | 2 |
| worst max register to register | transfer_cnt[0] | out_data[3] | 3.91 | 4 |
| max in group asynchronous | rst_n | transfer_cnt[0] | 4.97 | 2 |
| worst max-delay path | input_channel_size[0] | transfer_cnt[3] | 3.03 | 9 |
[state kept, by name, summed over array words and instances, names as in the netlist]
| register | cells |
|---|---|
| out_data | 32 |
| state | 2 |
| last_buf | 1 |
| out_last | 1 |
| transfer_cnt | 4 |
| pooling_finish | 1 |
| out_valid | 1 |
[power breakdown]
group,internal (mW),switching [mW],leakage (nW)
logic,0.685,0.330,1.83
clock network,0.144,0.118,0.0664
registers,0.381,0.115,0.495
[per-layer routing]
layer  vias to the layer above  share of wire [%]  track usage [%]
met5                         -                  0                0
met4                         0               0.72            0.641
met3                        13                9.1             4.05
met2                       166                 52             18.9
met1                      1636                 38             13.1
li1                       1534                  -                -
[cell type report]
class,instances,area [sq um]
fillers,2465,16500
repair buffers,308,3070
multi-input cells,170,2210
flip-flops and latches,42,1060
well taps,319,399
clock buffers,5,125
clock inverters,3,23.8
inverters,5,18.8
No activity file was given, so power comes from the tool's default toggle rates.
