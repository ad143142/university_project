### design.v
`timescale  10ns / 10ns
module axis_preload_fifo #(
    parameter integer C_S_AXIS_TDATA_WIDTH	= 32,
    parameter integer MAC_NUM = 256,
    parameter integer AXIS_PRELOAD_FIFO_DEPTH = 4,
    parameter integer bit_num  = 2
)
(
    input wire clk,
    input wire rst_n,
    input wire [C_S_AXIS_TDATA_WIDTH-1:0] ifmaps_from_axis,
    output wire [5*MAC_NUM-1:0] ifmaps_out,
    input wire [11:0] input_channel_size,
    input wire load_axis_preload,
    input wire fifo_read,
    input wire axis_clear,
    input wire [4:0]kernel_size,
    output reg [bit_num:0] fifo_cnt,
    output wire fifo_empty,
    output wire fifo_full,
    output wire wait_input_from_preload
);
    function integer clogb2 (input integer bit_depth);
	  begin
	    for(clogb2=0; bit_depth>0; clogb2=clogb2+1)
	      bit_depth = bit_depth >> 1;
	  end
	endfunction
    integer idx;
    parameter LOAD_HEIGHT_0 = 4'd1 ,LOAD_HEIGHT_1 = 4'd2, LOAD_HEIGHT_2 = 4'd3, LOAD_HEIGHT_3 = 4'd4, LOAD_HEIGHT_4 = 4'd5;
    reg [3:0] state;
    reg [5*MAC_NUM-1:0] preload_fifo [0:AXIS_PRELOAD_FIFO_DEPTH-1];
    reg [bit_num-1:0] fifo_write_ptr;
    reg [5:0] fifo_write_cnt;  
    reg [bit_num-1:0] fifo_read_ptr;
    wire write_en;
    wire read_en;
    wire write_ptr_add;
    wire load_next_height;
    wire [8:0] next_fifo_write_cnt;
    assign write_ptr_add = load_next_height &
                           ((kernel_size[0] & state==LOAD_HEIGHT_0) || (kernel_size[1] & state==LOAD_HEIGHT_1) || (kernel_size[2] & state==LOAD_HEIGHT_2) || (kernel_size[3] & state==LOAD_HEIGHT_3) || (kernel_size[4] & state==LOAD_HEIGHT_4));
    assign next_fifo_write_cnt = ({({1'd0,fifo_write_cnt[2:0]}+4'd1),5'd0}); 
    assign load_next_height = (next_fifo_write_cnt >= input_channel_size);
    assign wait_input_from_preload = ~fifo_empty;
    assign fifo_empty = (fifo_cnt==0);
    assign fifo_full = (fifo_cnt==AXIS_PRELOAD_FIFO_DEPTH);
	assign write_en = load_axis_preload & ((~fifo_full) | read_en);
    assign read_en = ~fifo_empty & fifo_read;
    wire [255:0] preload_fifo_h0;
    wire [255:0] preload_fifo_h1;
    wire [255:0] preload_fifo_h2;
    wire [255:0] preload_fifo_h3;
    wire [255:0] preload_fifo_h4;
    assign preload_fifo_h0 = preload_fifo[fifo_read_ptr][255:0];
    assign preload_fifo_h1 = preload_fifo[fifo_read_ptr][511:256];
    assign preload_fifo_h2 = preload_fifo[fifo_read_ptr][767:512];
    assign preload_fifo_h3 = preload_fifo[fifo_read_ptr][1023:768];
    assign preload_fifo_h4 = preload_fifo[fifo_read_ptr][1279:1024];
    genvar i;
    generate
        for(i=0;i<256;i=i+1) begin : ifmaps_out_loop
            assign ifmaps_out[i*5+0] = preload_fifo_h0[i];
            assign ifmaps_out[i*5+1] = preload_fifo_h1[i];
            assign ifmaps_out[i*5+2] = preload_fifo_h2[i];
            assign ifmaps_out[i*5+3] = preload_fifo_h3[i];
            assign ifmaps_out[i*5+4] = preload_fifo_h4[i];
        end
    endgenerate
    always @(posedge clk or negedge rst_n) begin
        if(!rst_n) begin
            state <= LOAD_HEIGHT_0;
        end
        else begin
            if(write_en) begin
                case(state)
                    LOAD_HEIGHT_0   : state <= load_next_height ? (kernel_size[0] ? LOAD_HEIGHT_0 : LOAD_HEIGHT_1)
                                                                : LOAD_HEIGHT_0;
                    LOAD_HEIGHT_1   : state <= load_next_height ? (kernel_size[1] ? LOAD_HEIGHT_0 : LOAD_HEIGHT_2) 
                                                                : LOAD_HEIGHT_1;
                    LOAD_HEIGHT_2   : state <= load_next_height ? (kernel_size[2] ? LOAD_HEIGHT_0 : LOAD_HEIGHT_3) 
                                                                : LOAD_HEIGHT_2;
                    LOAD_HEIGHT_3   : state <= load_next_height ? (kernel_size[3] ? LOAD_HEIGHT_0 : LOAD_HEIGHT_4) 
                                                                : LOAD_HEIGHT_3;
                    LOAD_HEIGHT_4   : state <= load_next_height ? LOAD_HEIGHT_0 : LOAD_HEIGHT_4;
                    default         : state <= LOAD_HEIGHT_0;
                endcase
            end
        end
    end
    always @(posedge clk or negedge rst_n) begin
        if(!rst_n) begin
            for(idx=0;idx<AXIS_PRELOAD_FIFO_DEPTH;idx=idx+1) begin
                preload_fifo[idx]<=0;
            end
        end
        else begin
            if(axis_clear) begin
                for(idx=0;idx<AXIS_PRELOAD_FIFO_DEPTH;idx=idx+1) begin
                    preload_fifo[idx]<=0;
                end
            end
            if(write_en) begin
                preload_fifo[fifo_write_ptr][({fifo_write_cnt,5'd0})+31 -:32]<=ifmaps_from_axis;
            end
        end
    end
    always @(posedge clk or negedge rst_n) begin
        if(!rst_n) begin
            fifo_write_ptr<=0;
        end
        else begin
            if(axis_clear) begin
                fifo_write_ptr<=0;
            end
            else if(write_en && write_ptr_add) begin
                fifo_write_ptr<=fifo_write_ptr+1;
            end
        end
    end
    always @(posedge clk or negedge rst_n) begin
        if(!rst_n) begin
            fifo_write_cnt <= 6'd0;
        end
        else begin
            if(axis_clear | write_ptr_add) begin
                fifo_write_cnt <= 6'd0;
            end
            else if(write_en) begin
                fifo_write_cnt <= load_next_height ? {(fifo_write_cnt[5:3]+3'd1),3'd0} : fifo_write_cnt+1;
            end
        end
    end
    always @(posedge clk or negedge rst_n) begin
        if(!rst_n) begin
            fifo_read_ptr<=0;
        end
        else begin
            if(axis_clear) begin
                fifo_read_ptr<=0;
            end
            else if(read_en) begin
                fifo_read_ptr<=fifo_read_ptr+1;
            end
        end
    end
    always @(posedge clk or negedge rst_n) begin
        if(!rst_n) begin
            fifo_cnt<=0;
        end
        else begin
            if(axis_clear) begin
                fifo_cnt<=0;
            end
			else if(read_en & write_en && write_ptr_add) begin
				fifo_cnt<=fifo_cnt;
			end
			else if(write_en && write_ptr_add) begin
				fifo_cnt<=fifo_cnt+1;
			end
			else if(read_en) begin
				fifo_cnt<=fifo_cnt-1;
			end 
			else begin
				fifo_cnt<=fifo_cnt;
			end
		end
    end
endmodule
### run.sh
#!/bin/bash
# OpenROAD 26Q1-2900-gdf79404cd8, Yosys 0.63+post, stock flow scripts
make -C /OpenROAD-flow-scripts/flow DESIGN_CONFIG=/design/flow/config.mk WORK_HOME=/design/flow/orfs finish
### constraint.sdc
current_design axis_preload_fifo

set clk_period 116.0
set clk_io_pct 0.2

create_clock -name clk0 -period $clk_period [get_ports {clk}]

set non_clock_inputs [all_inputs -no_clocks]
set_input_delay [expr $clk_period * $clk_io_pct] -clock clk0 $non_clock_inputs
set_output_delay [expr $clk_period * $clk_io_pct] -clock clk0 [all_outputs]
### config.mk
export PLATFORM = sky130hd
export DESIGN_NAME = axis_preload_fifo
export DESIGN_NICKNAME = axis_preload_fifo
export VERILOG_FILES = /design/flow/design.v
export SDC_FILE = /design/flow/constraint.sdc
export NUM_CORES = 4
export LEC_CHECK = 1
export CORE_UTILIZATION = 50
==> qor.yml <==
status: "finished, final reports clean"
post_cts_buffers: 0
ys_area_sq_mm: 0.244
aoi_share_pct: 17.3
required_ps: 92800
grt_overflow_total: 0
drtPass1Iterations: 13
ys_async_sr_fraction_pct: 100
power.internal_mw: 3.09
wl_met3_um: 120000
synth-edff-count: 0
critPathCaptureType: "output pin"
die-area_sq_mm: 0.490
vias_per_cell: 5.95
route.met2.wl_um: 398000
syn_inst: 25900
synthesis.area_sq_mm: 0.244
start_kind: "flop"
p_sw_share_pct: 28.9
detail_route.wl_per_cell_um: 28.7
power.density_mw_per_mm2: 15.4
synthSimpleGateAreaFrac_pct: 18.4
xor_area_share_pct: 0.0498
place.gp.congestion: 0.907
fmax_mhz: 32.5
synth-adder-area-share_pct: 0.0954
clock-sinks: 5138
first_iter_violations: 22500
yosys_cells: 25900
clk_pin_slew_ps: 60
max-slew-margin-rel_pct: 21.1
area_delta_synth_final_pct: 15.6
cts_tree: "yes"
antenna_found_initial: 45
die_y_um: 700
p_comb_share_pct: 15.4
hold_slack_ps: 493
cts-resized-gates: 0
grt_pass1_wl_um: 1380000
wl_um: 945000
warnings: 102
hold_violations: 0
rsz0062_at_grt: "false"
clkPwrFrac_pct: 43.2
root_buffer: "clkbuf_16"
finalMaxSlewViolations: 0
switching_power_mw: 1.26
wl_met1_um: 362000
coreArea_sq_mm: 0.486
grt_pass1_vias: 192000
irDropWorstVdd_mv: 0.0171
cts_made_buffers: 573
grt_max_degree: 183
numPortBuffers: 1339
min-delay-path-class: "flop to flop"
final_antenna_net_count: 0
synth.logic.top_family: "simple AND/OR/NAND/NOR gates"
critical_path_class: "flop to output pin"
vias: 196000
worst_pin_slew_ps: 1150
ys_sh_mux_pct: 5.29
seqPwrFrac_pct: 41.4
highest_layer: "met5"
timing.final.crit_share_pct: 26.6
drive_gt1_share_pct: 7.38
clock_skew_ps: 44.3
drc: 0
setup_viol: 0
crit_arrival_ps: 7610
hold_buffers: 0
synth_seq_share_pct: 52.7
placementRows: 256
synthFlopType: "dfrtp_1"
dieWidth_um: 700
crit_fanout: 50
ys_ff: 5138
fin_util_pct: 58.0
core_util_floorplan_pct: 50.2
dp_hpwl_um: 580000
max_cap_viol_count: 0
post-route-min-period_ps: 30810
synth_area_per_cell_sq_um: 9.40
cts.path.max_buffers: 4
setup-tns-final_ps: 0
htree_levels: 6
leakagePower_nw: 120
yosysWarnings: 2
insertion_delay_ps: 1090
pin_count: 1340
grt_use_total_pct: 40.2
r2r_setup_slack_ps: 110550
ys_types: 62
## cells in the mapped netlist, types with 6 or more instances
cell type / instances / area (sq um)
dfrtp_1: 5137 / 129000
nand2_1: 4848 / 18200
nand2b_1: 3910 / 24500
o21ai_0: 3886 / 19400
clkbuf_1: 2442 / 9170
inv_1: 1297 / 4870
mux2i_1: 1282 / 12800
a222oi_1: 1280 / 12800
o31ai_1: 897 / 6730
buf_1: 189 / 709
a22o_1: 167 / 1460
o32ai_1: 130 / 1140
nor3_1: 89 / 445
nor2_1: 65 / 244
buf_2: 53 / 265
nor4_4: 25 / 532
and3_1: 23 / 144
o21ai_1: 23 / 115
nand3_1: 20 / 100
nor4_1: 19 / 119
o2bb2ai_1: 18 / 158
ha_1: 17 / 213
nor4_2: 16 / 200
xnor2_1: 10 / 87.6
a21oi_1: 9 / 45.0
nor3_2: 8 / 80.1
mux2_2: 7 / 78.8
nor2b_1: 7 / 43.8
and2_1: 6 / 37.5
or3_1: 6 / 37.5
## final timing paths
check	cells after the start	from	to
max in group asynchronous	9	rst_n	preload_fifo[2][297]$_DFF_PN0_
worst min register to register	1	preload_fifo[0][625]$_DFF_PN0_	preload_fifo[0][625]$_DFF_PN0_
worst min-delay path	1	preload_fifo[0][625]$_DFF_PN0_	preload_fifo[0][625]$_DFF_PN0_
worst max-delay path	10	fifo_read_ptr[0]$_DFFE_PN0P_	ifmaps_out[37]
worst max register to register	10	fifo_write_cnt[0]$_DFFE_PN0P_	preload_fifo[0][433]$_DFF_PN0_
min in group asynchronous	1	rst_n	preload_fifo[0][1045]$_DFF_PN0_
## sequential cells by signal, indices dropped and copies added, names as in the netlist
signal,cells
fifo_read_ptr,2
fifo_write_ptr,2
fifo_cnt,3
fifo_write_cnt,6
preload_fifo,5120
state,5
## layout make-up
class / count / area (sq um)
repair buffers: 2136 / 19900
diodes: 41 / 103
inverters: 1299 / 4880
fillers: 40100 / 204000
well taps: 6450 / 8070
clock buffers: 887 / 17800
clock inverters: 126 / 1410
flip-flops and latches: 5138 / 129000
multi-input cells: 16800 / 101000
## critical path, stage by stage (launching register included)
cell	delay, ps
dfrtp_1	440
inv_1	220
ha_4	590
buf_4	640
buf_4	700
buf_4	700
buf_4	750
buf_4	720
buf_4	760
mux2i_1	280
clkdlybuf4s50_1	500
## stage by stage
stage / worst slack [ps] / cell area [sq um] / std cells / total power [mW]
finish: 85190 / 282000 / 32900 / 4.35
global route: 84890 / 282000 / 32900 / 4.45
CTS: 85200 / 282000 / 32800 / 4.36
detailed placement: 86360 / 263000 / 31800 / 2.49
global placement: 86410 / 263000 / 31800 / 2.49
floorplan: 90230 / 244000 / 25900 / 2.22
## metal layers
metal / vias up / track usage, %
li1: 88500 / -
met1: 96900 / 56.7
met2: 8587 / 54.0
met3: 1677 / 18.2
met4: 47 / 21.4
met5: - / 0.578
## placed cells by master, fill, tap and decap left out, types with 611 or more instances in the layout
master and instances:
dfrtp_1 5137, nand2_1 4822, nand2b_1 3910, o21ai_0 3886
clkdlybuf4s50_1 1305, inv_1 1297, mux2i_1 1282, a222oi_1 1280
o31ai_1 897, buf_4 769, clkbuf_16 611
## logic make-up (layout without fill, tap and decap cells)
logic type | after synthesis | count (layout)
other cells | 0 | 41
compound gates | 6432 | 6432
buf+inv | 3990 | 4448
flops | 5138 | 5138
simple gates | 9061 | 9061
xor+xnor | 13 | 13
mux | 1289 | 1289
fa+ha+maj | 18 | 18
## power by group through the flow
stage     Sequential, mW  Clock, mW  Combinational [mW]
4_1_cts             1.80       1.90               0.663
5_1_grt             1.80       1.96               0.689
6_report            1.80       1.88               0.671
No activity file was given, so power comes from the tool's default toggle rates.
